**./design.v**
```verilog
parameter
    ZERO      = 32'd0,
    OPAND     = 5'd0,
    OPOR      = 5'd1,
    OPXOR     = 5'd2,
    OPADD     = 5'd3,
    OPSUB     = 5'd4,
    OPSLT     = 5'd5,
    OPSLTU    = 5'd6,
    OPSLL     = 5'd7,
    OPSRL     = 5'd8,
    OPSRA     = 5'd9,
    OPLUI     = 5'd10,  
    OPMUL     = 5'd11,
    OPMULH    = 5'd12,
    OPMULHU   = 5'd13,
    OPMULHSU  = 5'd14,
    OPDIV     = 5'd15,
    OPDIVU    = 5'd16,
    OPREM     = 5'd17,
    OPREMU    = 5'd18,
    OPNULL    = 5'd31;  
parameter
    OPC_LOAD      = 7'b0000011,
    OPC_OPIMM     = 7'b0010011,
    OPC_STORE     = 7'b0100011,
    OPC_RTYPE     = 7'b0110011,
    OPC_BRANCH    = 7'b1100011,
    OPC_JALR      = 7'b1100111,
    OPC_JAL       = 7'b1101111,
    OPC_LUI       = 7'b0110111;  
parameter
    FUNCT7_ADD    = 7'b0000000,
    FUNCT7_SUB    = 7'b0100000,
    FUNCT7_SLT    = 7'b0000000,
    FUNCT7_OR     = 7'b0000000,
    FUNCT7_AND    = 7'b0000000;  
parameter
    FUNCT3_LW     = 3'b010,
    FUNCT3_SW     = 3'b010,	
    FUNCT3_ADD    = 3'b000,
    FUNCT3_SUB    = 3'b000,
    FUNCT3_SLT    = 3'b010,
    FUNCT3_OR     = 3'b110,
    FUNCT3_AND    = 3'b111,	
    FUNCT3_BEQ    = 3'b000,
    FUNCT3_JALR   = 3'b000;  
parameter
    TEXT_ADDRESS  = 32'h0040_0000,
    DATA_ADDRESS  = 32'h1001_0000,
    STACK_ADDRESS = 32'h1001_03FC,
    GP            = DATA_ADDRESS;  
module ALU (
	input 		 [4:0]  iControl,
	input signed [31:0] iA, 
	input signed [31:0] iB,
	output logic [31:0] oResult,
	output logic Zero
	);
	assign Zero = (oResult==32'b0);
always @(*)
begin
    case (iControl)
		OPAND:
			oResult  = iA & iB;
		OPOR:
			oResult  = iA | iB;
		OPADD:
			oResult  = iA + iB;
		OPSUB:
			oResult  = iA - iB;
		OPSLT:
			oResult  = iA < iB;
      OPLUI: 
         oResult  = iB;
		default:
			oResult  = ZERO;
    endcase
end
endmodule
```
**./config.mk**
```make
export PLATFORM = sky130hd
export DESIGN_NAME = ALU
export DESIGN_NICKNAME = ALU
export VERILOG_FILES = /design/flow/design.v
export SDC_FILE = /design/flow/constraint.sdc
export NUM_CORES = 4
export LEC_CHECK = 1
export CORE_UTILIZATION = 30
```
**./constraint.sdc**
```tcl
current_design ALU

set clk_period 12.0
set clk_io_pct 0.2

create_clock -name clk0 -period $clk_period

set non_clock_inputs [all_inputs -no_clocks]
set_input_delay [expr $clk_period * $clk_io_pct] -clock clk0 $non_clock_inputs
set_output_delay [expr $clk_period * $clk_io_pct] -clock clk0 [all_outputs]
```
**./run.sh**
```bash
#!/bin/bash
# OpenROAD 26Q1-2900-gdf79404cd8, Yosys 0.63+post, stock flow scripts
make -C /OpenROAD-flow-scripts/flow DESIGN_CONFIG=/design/flow/config.mk WORK_HOME=/design/flow/orfs finish
```
==> job_summary.md <==
## Synthesis and layout report

| Metric | Value |
|---|---|
| Synth Area in Compound Gates | 42.2% |
| WP buf/inv | 3 |
| Final hold viol count | 0 |
| Die height | 144 µm |
| Setup TNS | 0 ns |
| Post-Route WL | 24.4 mm |
| Setup Buffers After CTS | 0 |
| Synth Area per Inst | ~6.6 µm² |
| Largest net degree at the start of global routing | 36 |
| Register share after synthesis | 0% |
| Fmax | roughly 100 MHz |
| Max incr delay on CP | between 0.5 and 0.6 ns |
| Pre-CTS setup slack | 2.32 ns |
| Netlist Area Pre-Place | 6070 µm² |
| Final Max Tran Viols | 0 |
| Core footprint | 19700 µm² |
| Yosys stat cell total | slightly above 900 |
| YS chip area | 6070 µm² |
| Worst path slowest cell | a2111oi_4 |
| DP HPWL | 19.7 mm |
| CP Capture Type | output port |
| Crit path DRT | 9.60 ns |
| Post-layout period usage | 81.0% |
| Critical Path, Cell by Cell | clkdlybuf4s50_1 -> inv_1 -> ha_1 -> fa_1 -> o21bai_1 -> nand2_1 -> a2111oi_4 -> o21ai_2 -> a211o_1 -> a2111oi_0 -> nand4bb_1 -> nor4_1 -> o211ai_1 -> nor4b_2 -> clkdlybuf4s50_1 |
| Initial antenna violation count | 0 |
| Crit-path leading delay family | AND-OR/OR-AND gates |
| Number of clock buffers in the layout | 0 |
| CP max FO | 5 |
| Distinct lib cells used | around 84 |
| Final WS setup | 2.28 ns |
| Die W | 144 µm |
| Status | completed |
| Iter 0 DRT Violations | around 620 |
| Fin crit period | 9.72 ns |
| Dominant comb cell | AND-OR/OR-AND gates |
| Chip area | 20800 µm² |
| Cell mode on critical path | clkdlybuf4s50_1 |
| Tool Warnings | 101 |
| Overall routing resource usage | 23.9% |
| Synth mux share | 0.516% |
| Post-CTS Resized | 0 |
| Startpoint types | primary input |
| Ys Warns | 1 |
| RSZ-0062 raised after global routing | false |
| Post-route ant nets | 0 |
| Least-Margin Pin Slew | 0.786 ns |
| I/O Pins | a little over 100 |
| Drt via density | 5.94 |
| Drt first pass iters | 5 |
| Worst endpoint data arrival time | 7.32 ns |
| Lkg Pwr | 3.13 nW |
| Placement Rows | 51 |
| Syn Inst Count | 919 |
| Post-CTS Hold Fix Bufs | 0 |
| DRC Markers | 0 |
| Seq cells | 0 |
| Global-route wire length before repair | 38.4 mm |
| Vias in the first global route | around 6900 |
| VDD IR-drop max | 16.2 µV |
| Area Overhead vs Synth | 20.3% |
| Final setup violation count | 0 |
| Worst hold path type | in -> out |
| Critical path type | in -> out |
| Power per Cell Area | 43.4 nW/µm² |
| FP Core Util | 30.9% |
| Worst rel slew slack | 47.6% |
| Max-cap violations | 0 |
| Routability Congestion | 0.982 |
| Routed len/inst | 19.6 µm |
| Yosys adder share | between 20% and 30% |
| Layout cells sized above 1 | 4.19% |
| ANT cells | 0 |
| Simple Share, Synth | between 20% and 30% |
| Gr ovfl total | 0 |
| Storage cell area | 0 µm² |
| IO buf count | 102 |
| Xor/xnor share | 0% |
| Vias | 7388 |
## cell usage in the layout, fill, tap and decap left out, types with 4 or more instances in the layout
master	count
nand3_1	14
nor4_1	15
buf_4	12
a21o_1	15
a31oi_1	11
nand4_1	11
and3_1	6
a221oi_1	23
nand2_1	64
inv_1	100
nor3_1	31
a22oi_1	8
and2_1	14
o31ai_1	15
a211oi_1	16
o2111ai_1	9
o21ai_0	49
nor2_1	86
clkdlybuf4s50_1	102
a2111oi_0	5
or2_2	7
o21bai_1	6
a311o_1	4
o311ai_0	5
o211ai_1	12
or4_1	6
a21oi_1	72
nor3b_1	4
a22o_1	4
o21a_1	8
a211o_1	11
o221ai_1	8
nand2b_1	15
a221o_1	9
a2111o_1	5
o2bb2ai_1	5
nor2b_1	17
ha_1	101
o31a_1	5
## cell families (layout without fill, tap and decap cells)
| group | count (synthesis) | count (layout) |
|---|---|---|
| and+or+nand+nor | 309 | 309 |
| buffers and inverters | 154 | 214 |
| muxes | 3 | 3 |
| adders and majority gates | 103 | 103 |
| AOI/OAI and AO/OA | 350 | 350 |
## per-layer routing
layer / up-vias / share of wire (%) / global-route usage, %
met3: 31 / 7.6 / 2.90
met2: 327 / 45 / 38.7
li1: 3586 / - / -
met4: 0 / 1.4 / 2.71
met5: - / 0 / 0
met1: 3444 / 46 / 34.8
## cell usage after synthesis, types with 16 or more instances
library cell,instances,area share [%]
ha_1,101,21
inv_1,100,6.2
nor2_1,86,5.3
a21oi_1,72,5.9
nand2_1,64,4.0
o21ai_0,49,4.0
clkbuf_1,37,2.3
nor3_1,31,2.6
a221oi_1,23,3.3
nor2b_1,17,1.8
a211oi_1,16,2.0
## worst min-delay path, cell delays in order
cell	delay (ns)
clkdlybuf4s50_1	0.51
a221oi_1	0.11
nand2_1	0.07
clkdlybuf4s50_1	0.46
## report_power, final
group,internal [mW],total (mW),switching [mW]
Sequential,0,0,0
Clock,0,0,0
Combinational,0.130,0.317,0.186
## area by class of cell
class                      count  area (µm²)
multi-input combinational    765        5480
tap                          265         332
fill                        2122       12400
inverter                     100         375
timing repair buffer         114        1110
## stage by stage
| stage | total power [mW] | utilization [%] | area (µm²) | hold WS [ns] | cells |
|---|---|---|---|---|---|
| after floorplan | 0.189 | - | 6070 | 4.89 | 919 |
| after global placement | 0.313 | 37.1 | 7300 | 5.94 | 1244 |
| after detailed placement | 0.310 | 37.1 | 7300 | 5.94 | 1244 |
| after CTS | 0.312 | 37.1 | 7300 | 5.95 | 1244 |
| after global routing | 0.347 | 37.1 | 7300 | 5.99 | 1244 |
| final | 0.317 | 37.1 | 7300 | 5.95 | 1244 |
## path summary, 6_finish.rpt
kind | slack, ns | startpoint | to | depth (start not counted)
worst max-delay path | 2.28 | iA[0] | Zero | 15
worst min-delay path | 5.95 | iB[5] | oResult[5] | 4
Power is estimated from default activity; no workload was simulated.
