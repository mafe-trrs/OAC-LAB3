--- /design/flow/constraint.sdc ---
current_design Control

set clk_period 2.0
set clk_io_pct 0.2

create_clock -name clk0 -period $clk_period [get_ports {clock}]

set non_clock_inputs [all_inputs -no_clocks]
set_input_delay [expr $clk_period * $clk_io_pct] -clock clk0 $non_clock_inputs
set_output_delay [expr $clk_period * $clk_io_pct] -clock clk0 [all_outputs]
--- /design/flow/design.v ---
parameter
    ZERO      = 32'd0,
    OPAND     = 5'd0,
    OPOR      = 5'd1,
    OPXOR     = 5'd2,
    OPADD     = 5'd3,
    OPSUB     = 5'd4,
    OPSLT     = 5'd5,
    OPSLTU    = 5'd6,
    OPSLL     = 5'd7,
    OPSRL     = 5'd8,
    OPSRA     = 5'd9,
    OPLUI     = 5'd10,  
    OPMUL     = 5'd11,
    OPMULH    = 5'd12,
    OPMULHU   = 5'd13,
    OPMULHSU  = 5'd14,
    OPDIV     = 5'd15,
    OPDIVU    = 5'd16,
    OPREM     = 5'd17,
    OPREMU    = 5'd18,
    OPNULL    = 5'd31;  
parameter
    OPC_LOAD      = 7'b0000011,
    OPC_OPIMM     = 7'b0010011,
    OPC_STORE     = 7'b0100011,
    OPC_RTYPE     = 7'b0110011,
    OPC_BRANCH    = 7'b1100011,
    OPC_JALR      = 7'b1100111,
    OPC_JAL       = 7'b1101111,
    OPC_LUI       = 7'b0110111;  
parameter
    FUNCT7_ADD    = 7'b0000000,
    FUNCT7_SUB    = 7'b0100000,
    FUNCT7_SLT    = 7'b0000000,
    FUNCT7_OR     = 7'b0000000,
    FUNCT7_AND    = 7'b0000000;  
parameter
    FUNCT3_LW     = 3'b010,
    FUNCT3_SW     = 3'b010,	
    FUNCT3_ADD    = 3'b000,
    FUNCT3_SUB    = 3'b000,
    FUNCT3_SLT    = 3'b010,
    FUNCT3_OR     = 3'b110,
    FUNCT3_AND    = 3'b111,	
    FUNCT3_BEQ    = 3'b000,
    FUNCT3_JALR   = 3'b000;  
parameter
    TEXT_ADDRESS  = 32'h0040_0000,
    DATA_ADDRESS  = 32'h1001_0000,
    STACK_ADDRESS = 32'h1001_03FC,
    GP            = DATA_ADDRESS;  
module Control (
    input  wire clock,
    input  wire reset,
    input  wire [6:0] opcode,
    input  wire [2:0] funct3, 
    output reg EscrevePCCond, EscrevePC, IouD, EscreveMem, LeMem, EscreveIR,
    output reg Mem2Reg, 
    output reg [1:0] OrigPC, 
    output reg [1:0] ALUOp,
    output reg [1:0] OrigBULA, 
    output reg OrigAULA, EscreveReg,
    output reg [3:0] Estado
);
    localparam [3:0]
        S_FETCH     = 4'd0,
        S_DECODE    = 4'd2,
        S_MEM_ADDR  = 4'd3,
        S_MEM_READ  = 4'd4,
        S_MEM_WRITE = 4'd5,
        S_MEM_WB    = 4'd6,
        S_EXEC_R    = 4'd7,
        S_R_WB      = 4'd8,
        S_EXEC_I    = 4'd9,
        S_I_WB      = 4'd10,
        S_BRANCH    = 4'd11,
        S_JAL       = 4'd12,
        S_JALR      = 4'd13,
        S_LUI       = 4'd14;
    reg [3:0] estado_atual, proximo_estado;
    reg [1:0] wait_counter;
    always @(posedge clock or posedge reset) begin
        if (reset) begin
            estado_atual <= S_FETCH;
            wait_counter <= 0;
        end else begin
            estado_atual <= proximo_estado;
            if (proximo_estado == S_FETCH || proximo_estado == S_MEM_READ) begin
                 if (estado_atual == proximo_estado) 
                    wait_counter <= wait_counter + 1'b1;
                 else 
                    wait_counter <= 0;
            end else begin
                wait_counter <= 0;
            end
        end
    end
    always @(*) Estado = estado_atual;
    always @(*) begin
        proximo_estado = estado_atual;  
        case (estado_atual)
            S_FETCH: begin
                if (wait_counter >= 2'd1) proximo_estado = S_DECODE;
                else proximo_estado = S_FETCH;  
            end
            S_DECODE: begin
                case (opcode)
                    OPC_RTYPE:  proximo_estado = S_EXEC_R;
                    OPC_OPIMM:  proximo_estado = S_EXEC_I;
                    OPC_LOAD:   proximo_estado = S_MEM_ADDR;
                    OPC_STORE:  proximo_estado = S_MEM_ADDR;
                    OPC_BRANCH: proximo_estado = S_BRANCH;
                    OPC_JAL:    proximo_estado = S_JAL;
                    OPC_JALR:   proximo_estado = S_JALR;
                    OPC_LUI:    proximo_estado = S_LUI;
                    default:    proximo_estado = S_FETCH;
                endcase
            end
            S_MEM_ADDR: proximo_estado = (opcode == OPC_LOAD) ? S_MEM_READ : S_MEM_WRITE;
            S_MEM_READ: begin
                if (wait_counter >= 2'd1) proximo_estado = S_MEM_WB;
                else proximo_estado = S_MEM_READ;  
            end
            S_MEM_WRITE, S_MEM_WB, S_R_WB, S_I_WB, S_BRANCH, S_JAL, S_JALR, S_LUI: proximo_estado = S_FETCH;
            S_EXEC_R:   proximo_estado = S_R_WB;
            S_EXEC_I:   proximo_estado = S_I_WB;
            default:    proximo_estado = S_FETCH;
        endcase
    end
    always @(*) begin
        EscrevePCCond=0; EscrevePC=0; IouD=0; EscreveMem=0; LeMem=0; EscreveIR=0;
        Mem2Reg=0; EscreveReg=0; OrigAULA=0; OrigPC=0; ALUOp=2'b00; OrigBULA=0;
        case (estado_atual)
            S_FETCH: begin
                LeMem = 1; 
                IouD = 0;        
                OrigAULA = 0;    
                OrigBULA = 1;    
                ALUOp = 2'b00;   
                OrigPC = 0;      
                if (wait_counter >= 2'd1) begin
                    EscrevePC = 1;
                    EscreveIR = 1;
                end
            end
            S_DECODE: begin OrigAULA=0; OrigBULA=2; ALUOp=0; end  
            S_EXEC_R: begin OrigAULA=1; OrigBULA=0; ALUOp=2'b10; end
            S_EXEC_I: begin OrigAULA=1; OrigBULA=2; ALUOp=2'b00; end
            S_LUI:    begin 
                OrigAULA=1; OrigBULA=2; 
                ALUOp=2'b11;  
                EscreveReg=1; 
            end
            S_MEM_ADDR: begin OrigAULA=1; OrigBULA=2; ALUOp=0; end
            S_MEM_READ: begin 
                LeMem=1; 
                IouD=1;  
            end
            S_MEM_WB:   begin EscreveReg=1; Mem2Reg=1; end
            S_MEM_WRITE:begin EscreveMem=1; IouD=1; end
            S_R_WB, S_I_WB: begin EscreveReg=1; Mem2Reg=0; end
            S_BRANCH:   begin 
                OrigAULA=1; OrigBULA=0; ALUOp=2'b01;  
                EscrevePCCond=1; OrigPC=1;  
            end
            S_JAL:      begin EscrevePC=1; OrigPC=1; EscreveReg=1; end
            S_JALR:     begin OrigAULA=1; OrigBULA=2; ALUOp=0; EscrevePC=1; OrigPC=0; EscreveReg=1; end
        endcase
    end
endmodule
--- /design/flow/run.sh ---
#!/bin/bash
# OpenROAD 26Q1-2900-gdf79404cd8, Yosys 0.63+post, stock flow scripts
make -C /OpenROAD-flow-scripts/flow DESIGN_CONFIG=/design/flow/config.mk WORK_HOME=/design/flow/orfs finish
--- /design/flow/config.mk ---
export PLATFORM = sky130hd
export DESIGN_NAME = Control
export DESIGN_NICKNAME = Control
export VERILOG_FILES = /design/flow/design.v
export SDC_FILE = /design/flow/constraint.sdc
export NUM_CORES = 4
export LEC_CHECK = 1
export CORE_AREA = 10 10 71 71
export DIE_AREA = 0 0 81 81
==> metrics.csv <==
metric;value;unit
CP startpoint kind;flip-flop;
Worst Setup End Kind;output pin;
row cnt;22;
total track usage;5.98;%
hold violation count in the final report;0;
Top cells by area;dfrtp_1 (25%), nand2b_1 (7.3%), nor2b_1 (7.3%);
Critical-path top delay cell;clkdlybuf4s50_1;
Registers, synthesis;6;
Layout Skew;0.000952;ns
crit path kind;flip-flop to output pin;
post-layout instance area;0.00128;sq mm
peak supply drop;0.256;mV
P_leak;0.000586;uW
Hold Crit Class;primary input to asynchronous set/reset pin;
Log Warnings;30;
Max clock buf depth;2;
Synth Warn #;1;
Yosys top cell by area;dfrtp_1;
CP peak stage delay;0.46;ns
Top cell area share;25.2;%
proportion of layout cells with a drive suffix above 1;41.8;%
number of global-route vias before repair;752;
clock buffer count from CTS;3;
CP Max Fanout;8;
Yosys Chip Area;597;sq um
Main synth FF type;dfrtp_1;
Cell Int Power;670;uW
clk ins delay skew pair;0.22;ns
routability cong.;0.791;
die area;0.00656;sq mm
DRC violations left;0;
largest net degree at the start of global routing;12;
status;complete, but fails checks;
die width;81;um
clk root buf;clkbuf_8;
crit path DRT;1.60;ns
clk sinks;6;
ys async rst share;100;%
ys cells;84;
number of setup violations in the final report;2;
Synth-to-Final Area Change;115;%
worst path bufs/invs;2;
first-pass GRT wire length;3.30;mm
wire per inst;11.8;um
drt initial violations;51;
DR vias;786;
global route total overflow;0;
# H-tree levels;1;
first drt pass iteration count;4;
synthesized area per cell;7.11;sq um
RSZ-0062 raised after global routing;yes;
CP arrival;1.61;ns
Die Span Y;81;um
io pins;31;
total of max-cap violations;0;
Cells after Synth;84;
EDFF count, synth;0;
failing checks;negative setup slack;
Cell Area, Synth;597;sq um
sw power;306;uW
Seq pwr share;18.2;%
core region area;0.00363;sq mm
Worst Setup Slack, final;-0.0147;ns
Slew Viols, Final;0;
crit-path leading delay family;buffers and inverters;
Gate power share;63.6;%
sequential cell area fraction in the yosys report;25.2;%
ANT cells;0;
crit path time final;2.01;ns
Netlist cell types;30;
Fill cells;352;
pre-CTS worst setup slack;0.0525;ns
Routed Antenna Nets;0;
worst-path cell chain;buf_6 > mux2i_4 > and2_1 > clkdlybuf4s50_1;
Post-synth top cells;nand2_1 (7), nand2b_1 (7), nor2b_1 (7);
Cell Pwr Density;761;mW/mm^2
Vias per Instance;4.32;
Sw Share;31.3;%
fmax;0.496;GHz
number of antenna violations at the first check in global routing;0;
Reg clk slew, reported paths;0.04;ns
TritonCTS clock tree;yes;
final wirelength;2.16;mm
Clock power frac;18.2;%
Post-DP HPWL;1.48;mm
placed cell areas;978;sq um
Final period util;101;%
IO buf count;26;
Starting Density;16.4;%
## final timing paths
| path | endpoint | start | slack, ns | depth (start not counted) |
|---|---|---|---|---|
| worst max-delay path | OrigPC[0] | estado_atual[1] | -0.01 | 4 |
| worst min-delay path | wait_counter[0] | reset | 0.39 | 2 |
| worst max register to register | estado_atual[3] | estado_atual[0] | 0.65 | 5 |
| worst min register to register | wait_counter[0] | wait_counter[0] | 0.54 | 2 |
| max in group asynchronous | estado_atual[0] | reset | 1.41 | 2 |
| min in group clk0 | wait_counter[0] | wait_counter[0] | 0.54 | 2 |
## power by group through the flow
stage | logic (uW) | clock network [uW] | registers [uW]
4_1_cts | 527 | 182 | 174
5_1_grt | 682 | 191 | 182
6_report | 620 | 178 | 177
## flip-flops by register name, indices dropped and copies added (netlist names)
register and count:
wait_counter 2, estado_atual 4
## repair_timing
item | CTS | global route
gates resized | 17 | 30
pin swaps | 2 | 5
buffers inserted | 9 | 7
hold buffers | 0 | 0
setup endpoints to repair | 13 | 12
## metrics by stage
| stage | utilization [%] | hold WS [ns] | power, uW | setup TNS, ns | std cells |
|---|---|---|---|---|---|
| final | 35.3 | 0.391 | 975 | -0.0170 | 182 |
| after CTS | 30.9 | 0.402 | 882 | -0.238 | 176 |
| after floorplan | - | 0.191 | 348 | 0 | 84 |
| after global routing | 35.3 | 0.417 | 1050 | -0.285 | 182 |
| after detailed placement | 26.9 | 0.533 | 636 | 0 | 164 |
| after global placement | 26.9 | 0.528 | 630 | 0 | 164 |
## worst register-to-register path: stages (launching register included)
cell and delay, ns:
dfrtp_2 0.44, buf_6 0.15, buf_4 0.14, nor4b_1 0.23, o31ai_1 0.13, o21ai_1 0.16
## cells by family (layout without fill, tap and decap cells)
family,count (synthesis),after routing,synth area share (%)
compound gates,18,18,18.2
mux,2,2,3.35
simple gates,46,46,43.2
fa+ha+maj,1,1,2.10
flops,6,6,25.2
buf+inv,10,60,7.34
other cells,1,1,0.628
## area by class of cell
| class | instances | area, sq um | area share, % |
|---|---|---|---|
| multi-input cells | 68 | 514 | 40.1 |
| repair buffers | 53 | 497 | 38.8 |
| flip-flops and latches | 6 | 154 | 12.0 |
| well taps | 48 | 60.1 | 4.69 |
| clock buffers | 3 | 41.3 | 3.22 |
| inverters | 4 | 15.0 | 1.17 |
## layout by cell type, fill, tap and decap left out, drive strengths merged
cell type	synthesis	final
nor4b	1	1
and3	2	2
a31oi	1	1
dlymetal6s2s	0	4
mux2i	2	2
nor3	5	5
nor3b	1	1
clkdlybuf4s50	0	20
nor4	1	1
o21ai	6	6
ha	1	1
dlygate4sd2	0	2
nand2b	7	7
nor2b	7	7
o31a	2	2
buf	3	27
dfrtp	6	6
a32o	1	1
a21oi	6	6
nand4	1	1
nor2	6	6
conb	1	1
nand3	1	1
nand3b	2	2
inv	4	4
clkbuf	3	3
nand2	7	7
or4	1	1
and2	3	3
o31ai	2	2
or3b	1	1
## per-layer routing
| layer | global-route usage (%) | wire (um) |
|---|---|---|
| met4 | 1.38 | 27 |
| met3 | 1.78 | 148 |
| met1 | 8.24 | 997 |
| met2 | 9.00 | 984 |
| met5 | 0 | 0 |
No activity file was given, so power comes from the tool's default toggle rates.
